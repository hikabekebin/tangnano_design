===== ./run.sh =====
#!/bin/bash
# OpenROAD 26Q1-2900-gdf79404cd8, Yosys 0.63+post, stock flow scripts
make -C /OpenROAD-flow-scripts/flow DESIGN_CONFIG=/design/flow/config.mk WORK_HOME=/design/flow/orfs finish

===== ./design.v =====
`timescale 1 ns / 1 ps
module tg (
	   clk,
	   xrst,
	   vs_in,
	   hs_in,
	   de_in,
	   rdata_in,
	   gdata_in,
	   bdata_in,
	   vs_out,
	   hs_out,
	   de_out,
	   rdata_out,
	   gdata_out,
	   bdata_out,
	   xstby,
	   rev
	   );
   parameter P_DL = 2;
   parameter P_DAT_BIT = 6;
   input                  clk;
   input 		  xrst;
   input 		  vs_in;
   input 		  hs_in;
   input                  de_in;
   input [P_DAT_BIT-1:0]  rdata_in;
   input [P_DAT_BIT-1:0]  gdata_in;
   input [P_DAT_BIT-1:0]  bdata_in;
   output                 vs_out;
   output                 hs_out;
   output                 de_out;
   output [P_DAT_BIT-1:0] rdata_out;
   output [P_DAT_BIT-1:0] gdata_out;
   output [P_DAT_BIT-1:0] bdata_out;
   output 		  xstby;
   output 		  rev; 		  
   reg                 vs_out;
   reg                 hs_out;
   reg                 de_out;
   reg [P_DAT_BIT-1:0] rdata_out;
   reg [P_DAT_BIT-1:0] gdata_out;   
   reg [P_DAT_BIT-1:0] bdata_out;
   reg                 xstby;
   reg [12:0] 	       cnt_xstby;
   wire 	       pre_xstby;
   always@(posedge clk or negedge xrst) begin
      if(~xrst) begin
	 vs_out <= 1'b1;
	 hs_out <= 1'b1;
	 de_out <= 1'b0;	 
     rdata_out <= 6'd0;
	 gdata_out <= 6'd0;
	 bdata_out <= 6'd0;
      end
      else begin
	 vs_out <= #P_DL ~vs_in;
	 hs_out <= #P_DL ~hs_in;
	 de_out <= #P_DL de_in;	 
     rdata_out <= #P_DL rdata_in;
	 gdata_out <= #P_DL gdata_in;
	 bdata_out <= #P_DL bdata_in;
      end  
   end  
   always@(posedge clk or negedge xrst) begin
      if(~xrst)
	cnt_xstby <= 13'd0;
      else if(cnt_xstby >= 13'd6250)
	cnt_xstby <= #P_DL cnt_xstby;
      else
	cnt_xstby <= #P_DL cnt_xstby + 13'd1;
   end
   assign pre_xstby = (cnt_xstby == 13'd6249);
   always@(posedge clk or negedge xrst) begin
      if(~xrst)
	xstby <= 1'b1;
      else if(pre_xstby)
	xstby <= #P_DL 1'b0;
   end
   assign rev = 1'b0;
endmodule

===== ./constraint.sdc =====
current_design tg

set clk_period 4.1
set clk_io_pct 0.2

create_clock -name clk0 -period $clk_period [get_ports {clk}]

set non_clock_inputs [all_inputs -no_clocks]
set_input_delay [expr $clk_period * $clk_io_pct] -clock clk0 $non_clock_inputs
set_output_delay [expr $clk_period * $clk_io_pct] -clock clk0 [all_outputs]

===== ./config.mk =====
export PLATFORM = sky130hd
export DESIGN_NAME = tg
export DESIGN_NICKNAME = tg
export VERILOG_FILES = /design/flow/design.v
export SDC_FILE = /design/flow/constraint.sdc
export NUM_CORES = 4
export LEC_CHECK = 1
export CORE_AREA = 10 10 103 103
export DIE_AREA = 0 0 113 113

==> notes.md <==
yosys + openroad results -> input/output buffers=44, Final period util=51.2%, share of cells above drive strength 1=10.8%, first-pass GRT wire length=4.90 mm, post-synthesis average cell area=13.6 um^2, crit path kind=reg2out, Final ANT Viol Nets=0, H-tree levels=2, CTS tree=built, skew final=0.00350 ns, die height=113 um, routability cong.=0.765, Synth Flop Type=dfrtp_1, top cells by count=dfrtp_1, nand2_1, inv_1, nor3_1, area share, top type=59.5%, row cnt=33, clk ins delay skew pair=0.28 ns, antenna cell count=0, Seq/Total Area, Yosys=65.4%, Die ar.=0.0128 mm^2, Fin Hold WS=0.466 ns, YS chip area=0.00135 mm^2, P_leak=0.788 nW, gr usage total=4.60%, critical path fanouts, max=2, mean number of vias per cell=3.50, Final HPWL DP=2.18 mm, Max Clk Rate=0.477 GHz, Syn Std Cell Area=0.00135 mm^2, Pre-Place Util=16.2%, CORE AREA=0.00830 mm^2, first drt pass iteration count=4, setup TNS=0 ns, via count=885, final std cells w/o fill=253, total gr overflow=0, routed length per placed instance=11.4 um, Slew Limit Fails=0, # DRC=0, Startpoint Class=flop, leading area contributor after synthesis=dfrtp_1, Tool Warnings=27, Layout area overhead=46.5%, Arr. time, crit path=1.28 ns, Worst-path clk slew=0.07 ns, Syn. warnings=1, final WL=2.89 mm, Initial DRC Count=40, critical path buffer and inverter count=1, Hold-fix buffers, CTS=0, PD cells=326 mW/mm^2, cell total in the yosys stat output=99, Max VDD drop=0.132 mV, status=complete, no violations, placed inst area=0.00189 mm^2, Post-synth regs=35, fin crit period=2.10 ns, min-delay worst type=reg2reg, Top area cell types=dfrtp_1, dfstp_2, ha_1, Post-synth EDFFs=0, Cell Type Count=34, antenna violations before repair=0, cts bufs inserted=5, Critical Path Sink Type=output port, IO Count=46, count leader, synth=dfrtp_1, RSZ-0062 raised after global routing=no, post-CTS resize count=0, Placed Cells=245, Setup Buffers After CTS=0, Num Clock Sinks=35, Synth Instances=99, fillcell total=874, worst endpoint required time=3.28 ns, vias in the first global route=941, Final Hold Vio Count=0, CP max stage delay=0.53 ns, Post-Layout Inst Area=0.00197 mm^2, chip width=113 um, Slowest cell on crit path=dfstp_2, crit-path cells=clkdlybuf4s50_1, Async SR Flop Fraction=100%, pin count of the biggest net entering global routing=36, final tally of setup violations=0, Clock Path Buffers=2, CP top delay family=flip-flops, Root Driver=clkbuf_8, Max Cap Viol=0
[placed cells by master, fill, tap and decap left out, drive strengths merged]
cell,n
and4b,1
dfrtp,32
xnor2,4
o21a,1
mux2i,2
o41a,1
nor3,5
dfstp,3
xor2,4
and3,1
nand2,7
clkdlybuf4s50,44
clkinv,1
a21oi,3
nand4,2
ha,3
a31oi,1
nand2b,2
inv,5
nor4,2
o31ai,1
nand3,4
clkbuf,7
or2b,1
conb,1
buf,1
a211oi,2
o21ai,2
and2,1
nor2,2
a31o,1
a311o,1
[layout make-up]
type                       instances  area [um^2]  share of cell area [%]
clock inverter                     1         5.00                   0.254
inverter                           5         18.8                   0.952
sequential                        35          880                    44.6
clock buffer                       7         76.3                    3.87
timing repair buffer              45          448                    22.7
tap                              105          131                    6.67
multi-input combinational         55          412                    20.9
[state kept, by name, indices dropped and copies added (netlist names)]
signal     cells
cnt_xstby     13
bdata_out      6
gdata_out      6
rdata_out      6
de_out         1
hs_out         1
vs_out         1
xstby          1
[through the flow]
step	setup slack, ns	utilization, %	total power (W)
finish	2.00	23.7	0.000641
global route	1.94	23.7	0.000675
CTS	1.98	23.7	0.000657
detailed placement	2.30	22.8	0.000414
global placement	2.30	22.8	0.000414
floorplan	2.63	-	0.000364
[metal layers]
metal	up-vias	track usage [%]	routed length [um]
met4	0	0.761	42
met1	424	6.27	1310
met3	4	1.60	176
met2	24	7.03	1360
met5	-	0	0
li1	433	-	-
[path summary, 6_finish.rpt]
path | depth (start not counted) | to | slack, ns | start
min | 1 | xstby | 0.47 | xstby
min reg2reg | 1 | xstby | 0.47 | xstby
max | 1 | xstby | 2.00 | xstby
max in group asynchronous | 2 | xstby | 2.81 | xrst
min in group asynchronous | 2 | rdata_out[2] | 0.95 | xrst
max reg2reg | 6 | cnt_xstby[2] | 2.48 | cnt_xstby[0]
[power breakdown]
| group | switching [W] | internal, W | total (W) |
|---|---|---|---|
| Combinational | 0.0000112 | 0.0000356 | 0.0000468 |
| Sequential | 0.00000255 | 0.000356 | 0.000359 |
| Clock | 0.000117 | 0.000119 | 0.000236 |
[kinds of logic (layout without fill, tap and decap cells)]
kind of cell | Yosys count | after routing | synth area share (%)
buf+inv | 9 | 58 | 4.00
xor+xnor | 8 | 8 | 5.21
simple gates | 28 | 28 | 12.2
compound gates | 13 | 13 | 8.65
mux | 2 | 2 | 1.49
other cells | 1 | 1 | 0.279
fa+ha+maj | 3 | 3 | 2.79
flops | 35 | 35 | 65.4
Power is estimated from default activity; no workload was simulated.
