===== flow/config.mk =====
export PLATFORM = sky130hd
export DESIGN_NAME = pgen
export DESIGN_NICKNAME = pgen
export VERILOG_FILES = /design/flow/design.v
export SDC_FILE = /design/flow/constraint.sdc
export NUM_CORES = 4
export LEC_CHECK = 1
export CORE_AREA = 10 10 86 86
export DIE_AREA = 0 0 96 96

===== flow/constraint.sdc =====
current_design pgen

set clk_period 3.6
set clk_io_pct 0.2

create_clock -name clk0 -period $clk_period [get_ports {clk}]

set non_clock_inputs [all_inputs -no_clocks]
set_input_delay [expr $clk_period * $clk_io_pct] -clock clk0 $non_clock_inputs
set_output_delay [expr $clk_period * $clk_io_pct] -clock clk0 [all_outputs]

===== flow/design.v =====
`timescale 1 ns / 1 ps
module pgen(
	    clk,
	    xrst,
	    vs_in,
	    hs_in,
	    de_in,
	    vs_out,
	    hs_out,
	    de_out,
	    rdata_out,
	    gdata_out,
	    bdata_out
	    );
   parameter P_DAT_BIT = 6;
   parameter P_DL = 2;
   input                  clk;
   input 		  xrst;
   input 		  vs_in;
   input 		  hs_in;
   input                  de_in;
   output                 vs_out;
   output                 hs_out;
   output                 de_out;
   output [P_DAT_BIT-1:0] rdata_out;
   output [P_DAT_BIT-1:0] gdata_out;
   output [P_DAT_BIT-1:0] bdata_out;
   reg [8:0] 	vdecnt;  
   reg [8:0] 	hdecnt;  
   reg 		vs_d1, hs_d1, de_d1;
	reg [3:0] color_state;
   wire 	vs_r;
   wire 	hs_r;
   wire 	de_f;
   reg [P_DAT_BIT*3-1:0] pre_data_out;
	reg       vs_out;
	reg       hs_out;
	reg       de_out;
   reg [P_DAT_BIT-1:0] rdata_out;
   reg [P_DAT_BIT-1:0] gdata_out;
   reg [P_DAT_BIT-1:0] bdata_out;
   always@(posedge clk or negedge xrst) begin
      if(~xrst) begin
	 vs_d1 <= 1'b0;
	 hs_d1 <= 1'b0;
	 de_d1 <= 1'b0;
      end
      else begin
	 vs_d1 <= #P_DL vs_in;
	 hs_d1 <= #P_DL hs_in;
	 de_d1 <= #P_DL de_in;
      end
   end
   assign vs_r = vs_in & ~vs_d1;
   assign hs_r = hs_in & ~hs_d1;   
   assign de_f = ~de_in & de_d1;
   always@(posedge clk or negedge xrst) begin
      if(~xrst)
	vdecnt <= 9'd0;
      else if(vs_r)
	vdecnt <= #P_DL 9'd0;
      else if(de_f)
	vdecnt <= #P_DL vdecnt + 9'd1;	
   end
   always@(posedge clk or negedge xrst) begin
      if(~xrst)
	hdecnt <= 9'd0;
      else if(hs_r)
	hdecnt <= #P_DL 9'd0;
      else if(de_in)
	hdecnt <= #P_DL hdecnt + 9'd1;	
   end
   always@(posedge clk or negedge xrst) begin
      if(~xrst)
	color_state <= 4'd0;
      else if(hs_r)
	color_state <= #P_DL 4'd0;  
      else if(hdecnt == 9'd61)
	color_state <= #P_DL 4'd1;  
      else if(hdecnt == 9'd85)
	color_state <= #P_DL 4'd2;  
      else if(hdecnt == 9'd109)
	color_state <= #P_DL 4'd3;  
      else if(hdecnt == 9'd133)
	color_state <= #P_DL 4'd4;  
      else if(hdecnt == 9'd157)
	color_state <= #P_DL 4'd5;  
      else if(hdecnt == 9'd181)
	color_state <= #P_DL 4'd6;  
      else if(hdecnt == 9'd205)
	color_state <= #P_DL 4'd7;  
      else if(hdecnt == 9'd229)
	color_state <= #P_DL 4'd8;  
      else if(hdecnt == 9'd257)
	color_state <= #P_DL 4'd9;  
      else
	color_state <= #P_DL color_state;  
   end
   always@(*) begin
      case(color_state)
	 4'd0: pre_data_out = {6'd0,  6'd0,  6'd0 };  
	 4'd1: pre_data_out = {6'd63, 6'd63, 6'd63};  
	 4'd2: pre_data_out = {6'd63, 6'd63, 6'd0 };  
	 4'd3: pre_data_out = {6'd0,  6'd63, 6'd63};  
	 4'd4: pre_data_out = {6'd0,  6'd63, 6'd0 };  
	 4'd5: pre_data_out = {6'd63, 6'd0,  6'd63};  
	 4'd6: pre_data_out = {6'd63, 6'd0,  6'd0 };  
	 4'd7: pre_data_out = {6'd0,  6'd0,  6'd63};  
	 4'd8: pre_data_out = {6'd0,  6'd0,  6'd0 };  
	 4'd9: pre_data_out = {6'd0,  6'd0,  6'd0 };  
	 default: pre_data_out = 18'hxxxxx;
      endcase  
   end
   always@(posedge clk or negedge xrst) begin
      if(~xrst) begin
	 vs_out <= 1'b0;
	 hs_out <= 1'b0;
	 de_out <= 1'b0;	 
	 rdata_out <= 6'd0;
	 gdata_out <= 6'd0;
	 bdata_out <= 6'd0;	 
      end
      else begin
	 vs_out <= #P_DL vs_d1;
	 hs_out <= #P_DL hs_d1;
	 de_out <= #P_DL de_d1;
	 rdata_out <= #P_DL pre_data_out[17:12];
	 gdata_out <= #P_DL pre_data_out[11:6];
	 bdata_out <= #P_DL pre_data_out[5:0];	 
      end
   end
endmodule  

===== flow/run.sh =====
#!/bin/bash
# OpenROAD 26Q1-2900-gdf79404cd8, Yosys 0.63+post, stock flow scripts
make -C /OpenROAD-flow-scripts/flow DESIGN_CONFIG=/design/flow/config.mk WORK_HOME=/design/flow/orfs finish

==> flow_metrics.tcl <==
# metrics dict for downstream scripts
set metrics [dict create \
    status "complete, no violations" \
    gp_congestion 0.826 \
    overflow 0 \
    drt-total-wl_mm 2.27 \
    row_count 27 \
    post_cts_resized 0 \
    aoi_share_pct 10.8 \
    cts_hold_buf 0 \
    grt.total_usage_pct 4.86 \
    r2r-start "hdecnt[0]" \
    crit_chain "clkdlybuf4s50_1, nor2b_1, buf_4, a31oi_1, nand3_2, o31a_1" \
    dr.pass1.iters 4 \
    synth-seq-area-share_pct 43.1 \
    antenna_found_initial 0 \
    finalSetupViolations 0 \
    crit_fanout 12 \
    cts_tree "yes" \
    ys.flops 22 \
    critPathTopFamily "buffers and inverters" \
    io_pins 26 \
    cts_buffers 3 \
    endpoint "color_state[0]" \
    area_growth_pct 18.6 \
    grt_pass1_wl_mm 3.66 \
    hpwl_mm 1.70 \
    core_area_um2 5540 \
    ys_warn_count 1 \
    setup_tns_ps 0 \
    clk_pin_slew_worst_paths_ps 80 \
    ys_sh_xor_pct 5.48 \
    drv_slew 0 \
    cts_setup_buffers 0 \
    synth-edff-count 0 \
    via_count 871 \
    vdd_drop_max_v 0.000236 \
    period_used_pct 52.5 \
    leakagePower_nw 0.629 \
    criticalPathCategory "primary input to flip-flop" \
    vias_per_cell 4.13 \
    antennaDiodeCount 0 \
    cp.arrival_ps 2040 \
    synth_cell_types 39 \
    die_h_um 96 \
    top_area_share_pct 43.1 \
    most_common_cell "dfrtp_1" \
    die_area_um2 9220 \
    rr_worst_depth 6 \
    cp-start-kind "primary input" \
    worst_clock_skew_ps 1.27 \
    flop_cell "dfrtp_1" \
    drtIter0Drc 52 \
    r2r_setup_slack_ps 1970 \
    hold_viol 0 \
    die-width_um 96 \
    grt_setup_unrepaired "false" \
    ys_area_um2 1280 \
    synth.avg_cell_area_um2 9.83 \
    adder_share_pct 3.92 \
    crit_start "hs_in" \
    yosys.area_share.simple_pct 19.8 \
    synthCells 130 \
    r2r_end "color_state[0]" \
    yosys.area.top_type "dfrtp_1" \
    grt_max_degree 23 \
    synth-async-reset-ratio_pct 100 \
    cp_num_buf_inv 2 \
    cp.required_ps 3750 \
    cts-root-buf "clkbuf_8" \
    htree_levels 1 \
    postRouteAntennaNets 0 \
    warning_count 27 \
    common_cells "dfrtp_1 (22), buf_4 (18), nor2_1 (16)" \
    post-route-drc-count 0 \
    synthTopLogicFamily "simple AND/OR/NAND/NOR gates" \
    worst_pin_slew_ps 493 \
    io_buffers 25 \
    drive_gt1_share_pct 10.1 \
    ys_cells 130 \
    mux_area_share_pct 1.67 \
    post-route-min-period_ps 1890 \
    grt_pass1_vias 767 \
    wl_per_cell_um 10.8 \
    crit_slowest_cell "clkdlybuf4s50_1" \
    ys_top_cells_by_area "dfrtp_1 (43%), buf_4 (11%), nor2_1 (4.7%)" \
    slew_headroom_pct 67.2 \
    fin_total_pwr_w 0.000591 \
    drv_cap 0 \
    power.density_nw_per_um2 390 \
    insertion_delay_ps 260 \
    clk_path_buf_depth 2 \
    cts_num_sinks 22 \
    max_freq_mhz 529 \
    cp-end-kind "flip-flop" \
    fp_util_pct 23.1 \
    syn_area_um2 1280 \
    hp-class "flip-flop to flip-flop" \
    slowest_delay_ps 410 \
    crit_cells 6 \
]
## worst min-delay path by stage
stage / from / endpoint / slack (ps) / cells after the start
after CTS: vs_d1 / vs_out / 360 / 0
final: vs_d1 / vs_out / 350 / 0
after global routing: vs_d1 / vs_out / 360 / 0
## metal layers
| metal | up-vias | part of all wire [%] | global-route usage [%] |
|---|---|---|---|
| met2 | 31 | 40 | 7.46 |
| met4 | 0 | 1.5 | 0.737 |
| met1 | 397 | 46 | 6.65 |
| li1 | 441 | - | - |
| met3 | 2 | 12 | 1.65 |
| met5 | - | 0 | 0 |
## kinds of logic (layout without fill, tap and decap cells)
| group | after synthesis | after routing |
|---|---|---|
| and+or+nand+nor | 48 | 48 |
| adders and majority gates | 4 | 4 |
| DFF | 22 | 22 |
| AOI/OAI and AO/OA | 18 | 18 |
| muxes | 2 | 2 |
| buffers and inverters | 28 | 37 |
| xor gates and xnor gates | 8 | 8 |
## report_power, final
group	internal [W]	total [W]	switching [W]
clock	0.0000974	0.000174	0.0000769
combinational	0.0000772	0.000119	0.0000422
sequential	0.000270	0.000298	0.0000279
## sequential cells by signal, summed over array words and instances, names as in the netlist
register     cells
bdata_out        1
color_state      4
de_d1            1
de_out           1
gdata_out        1
hdecnt           9
hs_d1            1
hs_out           1
rdata_out        1
vs_d1            1
vs_out           1
## cell type report
type	count	area, um2
Fill cell	589	4030
Multi-Input combinational cell	80	532
Tap cell	72	90.1
Inverter	6	22.5
Sequential cell	22	551
Clock buffer	4	55.1
Timing Repair Buffer	27	265
## worst register-to-register path: stages, from the launching register on
cell and delay [ps]:
dfrtp_1 430, ha_1 250, nand4b_1 170, nor2_2 50
a31oi_1 250, nand3_2 140, o31a_1 240
## layout by cell type, fill, tap and decap left out, drive strengths merged
master and n:
nand4 3, nand4b 1, clkdlybuf4s50 25, nand3b 2, xnor2 3, a31oi 2, nor2b 5, buf 2
nor3b 1, o22ai 2, a21o 2, mux2i 1, and3 1, ha 4, nor3 4, o31a 1
clkbuf 4, and2 1, xor2 5, a21oi 3, dfrtp 22, or3 1, mux2 1, o21a 1
nor4 2, a22oi 1, o21ai 3, a31o 1, nand3 1, nor2 17, nand2 7, nand2b 2
a221oi 1, inv 6, o32ai 1
## stage by stage
step	setup WS (ps)	area, um2	hold slack [ps]	util [%]	cells
final	1710	1520	352	27.3	211
after global placement	1460	1460	333	26.4	207
after detailed placement	1420	1460	338	26.4	207
after global routing	1620	1520	365	27.3	211
after floorplan	2080	1280	331	-	130
after CTS	1690	1520	357	27.3	211
