==> /design/flow/config.mk <==
export PLATFORM = sky130hd
export DESIGN_NAME = syncgen
export DESIGN_NICKNAME = syncgen
export VERILOG_FILES = /design/flow/design.v
export SDC_FILE = /design/flow/constraint.sdc
export NUM_CORES = 4
export LEC_CHECK = 1
export CORE_AREA = 10 10 90 90
export DIE_AREA = 0 0 100 100
==> /design/flow/constraint.sdc <==
current_design syncgen

set clk_period 3.2
set clk_io_pct 0.2

create_clock -name clk0 -period $clk_period [get_ports {clk}]

set non_clock_inputs [all_inputs -no_clocks]
set_input_delay [expr $clk_period * $clk_io_pct] -clock clk0 $non_clock_inputs
set_output_delay [expr $clk_period * $clk_io_pct] -clock clk0 [all_outputs]
==> /design/flow/design.v <==
`timescale 1 ns / 1 ps
module syncgen(
	       clk,
	       xrst,
	       vs_out,
	       hs_out,
	       de_out
	       );
   parameter P_DL = 2;
   parameter P_VTOTAL = 9'd291;
   parameter P_VWIDTH = 9'd3;
   parameter P_VBP = 9'd6;
   parameter P_VACT = 9'd196;
   parameter P_HTOTAL = 10'd458;
   parameter P_HWIDTH = 10'd10;
   parameter P_HBP = 10'd42;
   parameter P_HACT = 10'd320;
   input clk;
   input xrst;
   output vs_out;
   output hs_out;
   output de_out;
   reg 	  vs_out;
   reg 	  hs_out;
   reg 	  de_out;
   reg [9:0] hcnt;
   reg [8:0] vcnt;
   reg pre_hs_d1;
   reg hde_d1;   
   wire      hcnt_0;
   wire      pre_hs;
   wire      pre_hde;
	wire hde;
	wire pre_vs;
	wire vde;
	wire pre_de;
   always@(posedge clk or negedge xrst) begin
      if(~xrst)
	hcnt <= 10'd1023;
      else if(hcnt == P_HTOTAL)
	hcnt <= #P_DL 10'd0;
      else
	hcnt <= hcnt + 10'd1;
   end
   assign hcnt_0 = (hcnt == 10'd0);
   assign pre_hs = (hcnt < P_HWIDTH);
   assign hde = (hcnt >= P_HBP && hcnt < P_HBP + P_HACT);
   always@(posedge clk or negedge xrst) begin
      if(~xrst) begin
			pre_hs_d1 <= 1'b0;
			hde_d1 <= 1'b0;
      end
      else begin
			pre_hs_d1 <= #P_DL pre_hs;
			hde_d1 <= #P_DL hde;
      end
   end
   always@(posedge clk or negedge xrst) begin
      if(~xrst)
	vcnt <= 9'd511;
      else if(vcnt == P_VTOTAL)
	vcnt <= #P_DL 9'd0;
      else if(hcnt_0)
	vcnt <= vcnt + 10'd1;
   end
   assign pre_vs = (vcnt < P_VWIDTH);
   assign vde = (vcnt >= P_VBP && vcnt < P_VBP + P_VACT);
   assign pre_de = vde & hde_d1;
   always@(posedge clk or negedge xrst) begin
      if(~xrst) begin
	 vs_out <= 1'b0;
	 hs_out <= 1'b0;
	 de_out <= 1'b0;
      end
      else begin
	 vs_out <= #P_DL pre_vs;
	 hs_out <= #P_DL pre_hs_d1;
	 de_out <= #P_DL pre_de;
      end
   end
endmodule  
==> /design/flow/run.sh <==
#!/bin/bash
# OpenROAD 26Q1-2900-gdf79404cd8, Yosys 0.63+post, stock flow scripts
make -C /OpenROAD-flow-scripts/flow DESIGN_CONFIG=/design/flow/config.mk WORK_HOME=/design/flow/orfs finish
==> run_results.csv <==
group,metric,value,unit
final_timing,finalHoldViolations,0,
cts,root_buffer,"clkbuf_8",
worst_hold_path,hp-start,"pre_hs_d1",
cts,post_cts_buffers,0,
floorplanning,core,0.00628,mm^2
cts,numCtsBuffers,3,
routing,vias,815,
setup_path,crit_type,"reg -> reg",
flow_run,tool_warnings,28,
synth,synth_stat.cells,117,
routing,drtPass1Iterations,4,
place,hpwl,1510,um
pwr,ir_worst_vdd,0.184,mV
floorplanning,chipWidth,100,um
cts,cts_sinks,24,
place,gp_congestion,0.803,
final_layout,final_layout_size_suffix_gt1_share,23.0,%
final_timing,clock_skew,6.60,ps
global_route,grt_overflow,0,
cts,htree_levels,1,
place,placed_area,0.00134,mm^2
global_route,grt_usage,4.31,%
synth,yosys_warnings,1,
routing,drc,0,
final_timing,setup_violations,0,
setup_path,reg2reg_depth,4,
final_timing,fin_crit,1890,ps
global_route,grt_pass1_wl,3660,um
place,io_buffers,4,
final_layout,fin_area,0.00139,mm^2
setup_path,endpoint_kind,"flop",
global_route,grt_pass1_vias,772,
final_layout,final_cell_count_no_fill,199,
routing,ant_nets,0,
run_status,status,"complete, no violations",
routing,diodes,0,
cts,path_clk_slew,80,ps
synth,netlist_area,0.00121,mm^2
final_timing,fmax,0.529,GHz
final_timing,rsz0062_at_grt,"false",
synth,ys_types,29,
cts,holdBufCountCts,0,
pwr,cellPowerDensity,355,mW/mm^2
setup_path,critPathLaunchType,"flop",
cts,cts_tree,"done",
floorplanning,num_io_pins,5,
final_timing,slew_viol_final,0,
synth,post_synth.cell_area_avg,10.4,um^2
cts,clk_latency,260,ps
cts,cts_resized,0,
final_timing,fin_crit_sh,59.0,%
setup_path,cp_cell_sequence,"nor3_1 -> nand4_1 -> nor4_1 -> mux2_2",
synth,ys.flops,24,
global_route,antenna_found_initial,0,
flow_run,drv_cap,0,
floorplanning,die_y,100,um
floorplanning,dieArea,0.0100,mm^2
final_timing,worstMarginPinSlew,791,ps
setup_path,cp_slowest_cell,"dfstp_2",
global_route,grt_max_degree,19,
setup_path,cp.required,3390,ps
setup_path,rr_startpoint,"hcnt[5]",
synth,syn_inst,117,
routing,wl_per_cell,10.6,um
place,dp_cells,195,
pwr,leakage,0.500,nW
final_timing,timing.hold.ws,354,ps
final_layout,area_growth,14.3,%
worst_hold_path,hold_class,"reg -> reg",
cts,clockBufferDepth,2,
routing,avgViaCountPerCell,4.10,
synth,yosys_area,0.00121,mm^2
synth,synth_seq_share,51.5,%
floorplanning,rows,29,
routing,wl,2100,um
worst_hold_path,whs_path_depth,0,
setup_path,path_max_fanout,6,
final_timing,fin_tns_setup,0,ps
floorplanning,initCoreUtil,19.3,%
setup_path,cpPeakStageDelay,390,ps
setup_path,cp_data_arrival_time,2080,ps
setup_path,rr_endpoint,"vcnt[7]",
final_timing,max_slew_margin,47.1,%
worst_hold_path,hold_path_end,"hs_out",
routing,drt_iter0_markers,55,
setup_path,reg2reg_slack,1310,ps
-- metrics by stage --
stage | power (W) | util [%] | setup slack [ps]
final | 0.000492 | 22.1 | 1310
after global routing | 0.000518 | 22.1 | 1160
after CTS | 0.000506 | 22.1 | 1380
after detailed placement | 0.000317 | 21.4 | 1330
after global placement | 0.000317 | 21.4 | 1340
after floorplan | 0.000309 | - | 1510
-- logic make-up (layout without fill, tap and decap cells) --
group,count (synthesis),in the layout,share of synthesized area (%)
AND/OR/NAND/NOR,52,52,22.5
flip-flops,24,24,51.5
AND-OR/OR-AND,12,12,6.71
XOR/XNOR,12,12,8.67
buffers and inverters,9,14,2.79
adder cells (fa/ha/maj),5,5,5.16
multiplexers,3,3,2.68
-- metal layers --
layer  up-vias  GRT usage (%)  share of wire, %
li1        419              -                 -
met1       381           5.90                50
met2        13           6.62                43
met3         2           1.60               5.9
met4         0          0.435              0.76
met5         -              0                 0
-- sequential cells by signal, summed over array words and instances, names as in the netlist --
register and cells:
de_out 1, hcnt 10, hde_d1 1, hs_out 1, pre_hs_d1 1, vcnt 9, vs_out 1
-- report_power, final --
| group | switching [W] | leakage (nW) | internal (W) |
|---|---|---|---|
| combinational | 0.00000565 | 0.220 | 0.00000186 |
| clock | 0.0000913 | 0.0228 | 0.0000888 |
| sequential | 0 | 0.257 | 0.000304 |
| total | 0.0000969 | 0.500 | 0.000395 |
-- worst max-delay path by stage --
stage,from,endpoint,slack (ps),cells past startpoint
final,hcnt[5],vcnt[7],1310,4
after CTS,hcnt[5],vcnt[7],1380,4
after global routing,hcnt[4],vcnt[7],1160,4
-- layout make-up --
cell class,instances,area (um^2)
Clock buffer,4,45.0
Sequential cell,24,624
Fill cell,665,4890
Timing Repair Buffer,5,47.5
Tap cell,77,96.3
Multi-Input combinational cell,84,554
Inverter,5,18.8
-- cells in the final DEF (no fill, tap or decap), types with 5 or more instances in the layout --
cell type,count
dfrtp_1,5
dfstp_2,19
ha_1,5
inv_1,5
nand2_1,11
nand3_1,6
nand4_1,5
nor2_1,16
xnor2_1,6
xor2_1,6
-- cell usage after synthesis, drive strengths merged --
library cell	instances	area share, %
dfstp	19	41
nor2	16	5.0
nand2	11	3.4
nand3	6	2.5
xnor2	6	4.3
xor2	6	4.3
dfrtp	5	10
ha	5	5.2
inv	5	1.5
nand4	5	2.6
clkbuf	4	1.2
nor4	4	2.6
a21oi	3	1.2
nor3	3	1.2
o21ai	3	1.2
and4	2	1.4
mux2	2	1.9
o21a	2	1.2
o311ai	2	1.4
or4	2	1.9
mux2i	1	0.83
nand4b	1	0.72
nor2b	1	0.52
nor4b	1	0.72
o211a	1	0.83
o41ai	1	0.72
-- worst max-delay path: cells and delay by family (launching register included) --
kind,cells,cell delay [ps]
mux,1,370
simple gates,3,1060
flops,1,390
No activity file was given, so power comes from the tool's default toggle rates.
